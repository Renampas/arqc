`config.mk`:
```
export PLATFORM = sky130hd
export DESIGN_NAME = contador_hex
export DESIGN_NICKNAME = contador_hex
export VERILOG_FILES = /design/flow/design.v
export SDC_FILE = /design/flow/constraint.sdc
export NUM_CORES = 4
export LEC_CHECK = 1
export CORE_AREA = 10 10 70 70
export DIE_AREA = 0 0 80 80
```
`constraint.sdc`:
```
current_design contador_hex

set clk_period 1.5
set clk_io_pct 0.2

create_clock -name clk0 -period $clk_period [get_ports {clk}]

set non_clock_inputs [all_inputs -no_clocks]
set_input_delay [expr $clk_period * $clk_io_pct] -clock clk0 $non_clock_inputs
set_output_delay [expr $clk_period * $clk_io_pct] -clock clk0 [all_outputs]
```
`design.v`:
```
module contador_hex (
    input clk,             
    input rst_n,           
    input dir,       
    output reg [3:0] q     
);
    always @(posedge clk, negedge rst_n) begin
        if (rst_n == 1'b0) begin
            q <= 4'b0000;
        end 
        else begin  
            if (dir == 1'b1) begin
                q <= q - 1;
            end 
            else begin
                if (q == 4'hF) begin
                    q <= q; 
                end else begin
                    q <= q + 1;
                end
            end
        end
    end
endmodule
```
`run.sh`:
```
#!/bin/bash
# OpenROAD 26Q1-2900-gdf79404cd8, Yosys 0.63+post, stock flow scripts
make -C /OpenROAD-flow-scripts/flow DESIGN_CONFIG=/design/flow/config.mk WORK_HOME=/design/flow/orfs finish
```
==> results.txt <==
Results of the flow run.

The flow ran to the end, and the final reports show no timing, DRC or antenna violations. By startpoint and endpoint, the worst setup path is classified as flip-flop to output pin. For this block, the initial DRC count from the detailed router was 0.

The cell sequence reported for the critical path is clkdlybuf4s50_1. Synthesis inferred 4 register bits. The number of buffers between clock root and the deepest sink stands at 2. According to the Yosys statistics, the synthesized design has a chip area of between 200 and 250 um2. Cells fill 11.2% of the core in the end. After clock tree synthesis, the clock-pin slew on the worst setup and hold paths is 0.04 ns. Per STA, the worst path accumulates the most delay in the family buffers and inverters.

Post-synth the commonest register cell is sky130_fd_sc_hd__dfrtp_1. TritonCTS built the clock tree. For reference, the top cells by count after synthesis are sky130_fd_sc_hd__dfrtp_1, sky130_fd_sc_hd__inv_1, sky130_fd_sc_hd__nand2_1, sky130_fd_sc_hd__nand3_1. Entering global routing, the biggest net connects 6 pins.

The residual DRC count stands at 0. In the final layout, the registers with the most flip-flops are q x4. The register with the most flip-flops in the layout has 4 of them. Sequential elements use between 40% and 50% of the synthesized area. The OpenROAD report gives the critical path a required time of between 1 and 1.5 ns.

The root buffer cell chosen for the clock tree is sky130_fd_sc_hd__clkbuf_4. The number of distinct library cells after synthesis stands at 11. Looking at the max-slew report, the worst-margin pin has a slew of between 0.2 and 0.25 ns. After floorplanning, the core was sized to cover about 3400 um2. The sum of buffers and inverters on the critical path stands at 1.

7 I/O pins were placed. The signal arrival time at the worst endpoint stands at between 1 and 1.5 ns. STA lists the maximum fanout along the critical path as 5. The final hold slack stands at 0.268 ns. The CTS sink count stands at 4. Per the GRT congestion report, total overflow comes to 0. The number of cell rows stands at 21. The repair_antennas step left the layout with diodes totalling 0. From bottom edge to top edge, the die measures 80 um. The number of instances resized during post-cts repair stands at 0.

The worst setup path is launched from a flip-flop. The insertion delay at the late pin of the worst-skew pair stands at between 0.2 and 0.25 ns. The layout has 395 filler cells.

STA reports the tightest min-delay check as being of type input pin to asynchronous set/reset pin. The count of nets left with antenna violations after detail routing stands at 0. The worst setup skew after layout stands at roughly 0.00095 ns. The most frequently used library cell after synthesis is sky130_fd_sc_hd__dfrtp_1.

Per the detail_route report, vias per standard cell equal roughly 2.4. The worst relative slew slack stands at about 87%. The post-layout minimum cycle time stands at 1.42 ns. The post-detailed-routing wire length stands at 515 um.

In this run the number of H-tree levels came out at 1. After synthesis, the largest area contributor takes up between 40% and 50% of total cell area. For this run, the slowest stage of the critical path takes slightly below 0.5 ns. The initial standard-cell utilization of the core stands at between 6 and 7%. The worst register-to-register path has a depth of 4.

The worst setup path is captured at an output pin. The analysis reports a worst IR drop on VDD of roughly 0.28 mV. The cell count listed in synth_stat.txt stands at 22.

Post-route period utilization is reported as approximately 95%. The cell area that synthesis handed to floorplanning was 226 um2. The total global-route track usage stands at between 1.5 and 2%. The critical path's slowest stage uses the library cell sky130_fd_sc_hd__clkdlybuf4s50_1. Per the OpenROAD power report, leakage power amounts to 0.178 nW. Once detailed placement completed, the half-perimeter wirelength came to ~440 um. The placement summary gives the final routability congestion estimate as between 0.7 and 0.8. The post-CTS setup-driven buffer insertion count stands at 0. The number of vias in the routed layout stands at 188.

The synthesized instance count is 22. The initial antenna violation count stands at 0. The first global-routing pass estimated about 950 um of wire. In this run the tool buffered the top-level ports with 6 buffer cells. The mean area per synthesized cell stands at between 10 and 15 um2.

The flow reports an fmax of between 700 and 800 MHz. For reference, the top cells by area after synthesis are sky130_fd_sc_hd__dfrtp_1, sky130_fd_sc_hd__ha_1, sky130_fd_sc_hd__fa_1, sky130_fd_sc_hd__xor2_1, sky130_fd_sc_hd__nand3_1. In the final report, the number of pins over their slew limit comes to 0. The total number of yosys warnings stands at 1.

The stage logs contain a warning count of 25. In the final report, the number of hold violations comes to 0. The final count of negative-setup-slack endpoints stands at 0. Of the cells placed in the final design, the portion with a size suffix greater than 1 is between 10% and 20%.

The flow measured a signed area growth from synthesis to layout of 69.6%. The power density of the placed cells stands at approximately 1800 nW/um2. The via count of the first global-routing pass came to about 220.

From left edge to right edge, the die measures about 80 um. Counting flops per register, the top entry is q. The biggest area contributor in the post-synthesis netlist is sky130_fd_sc_hd__dfrtp_1. The fraction of registers with async set or reset after synthesis stands at 100%. The number of clock buffers added by TritonCTS is 3. After clock tree synthesis, the flow added hold-fix buffers numbering 0.

The routed design shows a wire length per standard cell of 6.52 um. Setup repair after global routing left no endpoint under its margin. In the log, the iteration count for the first detailed-route pass is 1. The count of library flops with an enable pin stands at 0. The STA report counts the stages on the worst setup path as 1. The total of max-cap violations stands at 0. The floorplan step defined a die boundary enclosing approximately 6400 um2.
[through the flow]
| step | power, mW | cell area (um2) | setup slack [ns] | setup TNS [ns] | std cells |
|---|---|---|---|---|---|
| 2_1_floorplan | 0.389 | 226 | 0.356 | 0 | 22 |
| 3_3_place_gp | 0.565 | 359 | -0.133 | -0.352 | 76 |
| 3_5_place_dp | 0.577 | 359 | -0.161 | -0.407 | 76 |
| 4_1_cts | 0.718 | 382 | 0.0617 | 0 | 79 |
| 5_1_grt | 0.798 | 384 | 0.0163 | 0 | 79 |
| 6_report | 0.702 | 384 | 0.0785 | 0 | 79 |
[cell usage in the layout, fill, tap and decap left out]
cell type                         count
sky130_fd_sc_hd__a21o_2               1
sky130_fd_sc_hd__a21oi_1              1
sky130_fd_sc_hd__buf_4                2
sky130_fd_sc_hd__clkbuf_4             3
sky130_fd_sc_hd__clkdlybuf4s50_1      5
sky130_fd_sc_hd__dfrtp_1              4
sky130_fd_sc_hd__dlymetal6s2s_1       1
sky130_fd_sc_hd__fa_1                 1
sky130_fd_sc_hd__ha_1                 2
sky130_fd_sc_hd__inv_1                3
sky130_fd_sc_hd__nand2_1              3
sky130_fd_sc_hd__nand3_1              3
sky130_fd_sc_hd__nand4_1              1
sky130_fd_sc_hd__nor2b_1              1
sky130_fd_sc_hd__xor2_1               2
[where the power goes]
part	switching [mW]	internal [mW]	total, mW
registers	0.0533	0.169	0.223
clock network	0.0403	0.0892	0.130
logic	0.132	0.218	0.350
total	0.226	0.477	0.702
[worst paths after layout]
path	slack, ns	from	endpoint
min in group clk0	0.51	q[0]	q[0]
max reg2reg	0.28	q[2]	q[3]
max	0.08	q[0]	q[0]
max in group asynchronous	1.07	rst_n	q[2]
min	0.27	rst_n	q[0]
min reg2reg	0.51	q[0]	q[0]
[cell type report]
| class | count | area [um2] | area share [%] |
|---|---|---|---|
| well taps | 46 | 57.6 | 15.0 |
| flip-flops and latches | 4 | 100 | 26.1 |
| repair buffers | 8 | 77.6 | 20.2 |
| clock buffers | 3 | 22.5 | 5.86 |
| inverters | 3 | 11.3 | 2.93 |
| multi-input cells | 15 | 115 | 30.0 |
[per-layer routing]
metal	global-route usage [%]	part of all wire, %
met5	0	0
met4	0.704	1.7
met3	1.93	17
met2	2.33	36
met1	1.94	45
[cells by family (layout without fill, tap and decap cells)]
| logic type | Yosys count | count (layout) | synth area share, % |
|---|---|---|---|
| DFF | 4 | 4 | 44.2 |
| xor gates and xnor gates | 2 | 2 | 7.74 |
| buffers and inverters | 3 | 14 | 4.97 |
| AOI/OAI and AO/OA | 2 | 2 | 6.08 |
| and+or+nand+nor | 8 | 8 | 17.1 |
| adders and majority gates | 3 | 3 | 19.9 |
No activity file was given, so power comes from the tool's default toggle rates.
