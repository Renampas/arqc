===== /design/flow/config.mk =====
export PLATFORM = sky130hd
export DESIGN_NAME = bin_para_bcd
export DESIGN_NICKNAME = bin_para_bcd
export VERILOG_FILES = /design/flow/design.v
export SDC_FILE = /design/flow/constraint.sdc
export NUM_CORES = 4
export LEC_CHECK = 1
export CORE_AREA = 10 10 95 95
export DIE_AREA = 0 0 105 105

===== /design/flow/constraint.sdc =====
current_design bin_para_bcd

set clk_period 11.3
set clk_io_pct 0.2

create_clock -name clk0 -period $clk_period

set non_clock_inputs [all_inputs -no_clocks]
set_input_delay [expr $clk_period * $clk_io_pct] -clock clk0 $non_clock_inputs
set_output_delay [expr $clk_period * $clk_io_pct] -clock clk0 [all_outputs]

===== /design/flow/design.v =====
module bin_para_bcd (
    input [9:0] bin,       
    output [3:0] u,        
    output [3:0] d,        
    output [3:0] c         
);
    assign c = bin / 100;
    assign d = (bin % 100) / 10;
    assign u = bin % 10; 
endmodule

===== /design/flow/run.sh =====
#!/bin/bash
# OpenROAD 26Q1-2900-gdf79404cd8, Yosys 0.63+post, stock flow scripts
make -C /OpenROAD-flow-scripts/flow DESIGN_CONFIG=/design/flow/config.mk WORK_HOME=/design/flow/orfs finish

==> GITHUB_STEP_SUMMARY <==
## Synthesis and layout report

| Metric | Value |
|---|---|
| Status | `finished, final reports clean` |
| Synth top area share | `0.0619` |
| Fill cells | `734` |
| Delay-heaviest family, CP | `AND-OR/OR-AND gates` |
| Synth cell count leaders | `49 x nand2_1, 48 x nor2_1, 32 x a21oi_1, 31 x o21ai_0, 28 x clkbuf_1` |
| Final-report hold violation count | `0` |
| Seq share, synth | `0` |
| PD cells | `101 nW/µm²` |
| Via count | `3,590` |
| Net Sw Frac | `0.549` |
| P_sw | `0.182 mW` |
| Number of global-route vias before repair | `3,195` |
| Port bufs | `22` |
| Post-route insts no fill | `574` |
| Layout clock buffers | `0` |
| I/O pin count | `22` |
| Setup slack after layout | `0.519 ns` |
| Init Core Util | `0.430` |
| Highest clock rate | `0.0928 GHz` |
| Post-layout period usage | `0.954` |
| Core Footprint | `6910 µm²` |
| Setup crit start kind | `primary input` |
| Minimum clock period | `10.78 ns` |
| Synthesis-to-finish area growth | `10.4%` |
| Top cells, area | `nand2_1 6.2%, nor2_1 6.1%, a21oi_1 5.4%, o21ai_0 5.2%, xnor2_1 5.0%` |
| Logic cell area | `2770 µm²` |
| Pre-CTS WS | `0.444 ns` |
| Pre-antenna DRT Iters | `5` |
| Max incr delay on CP | `0.59 ns` |
| CP bufs+invs | `4` |
| Slew Viols, Final | `0` |
| Routability congestion estimate | `0.916` |
| Synth Cell Area | `2970 µm²` |
| Hold_ws | `5.36 ns` |
| Yosys Instances | `477` |
| Initial antenna violation count | `0` |
| Chip width | `105 µm` |
| Register area | `0 µm²` |
| Required @ worst endpoint | `9.04 ns` |
| Placed Instances | `574` |
| Slew headroom | `0.404` |
| TNS Setup | `0 ns` |
| Log Warnings | `32` |
| Total GRT Usage | `0.153` |
| Most frequent cell after synthesis | `nand2_1` |
| Seq_cells | `0` |
| Die span in y | `105 µm` |
| Chip area line of the yosys report | `2970 µm²` |
| Static Leak | `1.14 nW` |
| Postcts setup bufs | `0` |
| Worst IR Drop VDD | `0.0369 mV` |
| # setup viols final | `0` |
| Cell type with the largest total area | `nand2_1` |
| Synthesized netlist cell count | `477` |
| Slowest CP cell | `clkdlybuf4s50_1` |
| Power share of the clock group | `0` |
| GR Overflow Total | `0` |
| HP Class | `primary input to output port` |
| Routed wire per std cell | `15.2 µm` |
| Synth cell types | `82` |
| Chip area | `11,000 µm²` |
| RSZ-0062 raised after global routing | `false` |
| Worst setup EP type | `output port` |
| Num rows | `30` |
| Synth warn | `0` |
| Share of cells above drive strength 1 | `0.0879` |
| Worst-Margin Slew | `0.888 ns` |
| N_diodes | `0` |
| Antenna Violating Nets Remaining | `0` |
| Overall power | `0.332 mW` |
| Comb power frac | `1.000` |
| Violation tally from detailed-route iteration zero | `262` |
| CP cell instances | `clkdlybuf4s50_1 > nor2_1 > inv_1 > ha_1 > nand2b_1 > o21ai_1 > o21a_1 > buf_4 > maj3_2 > a211o_2 > a21boi_2 > a21boi_1 > maj3_1 > a22o_1 > nor2_1 > or4_1 > nand4_1 > o2111ai_1 > or4_4 > nor2b_1 > xnor2_1 > clkdlybuf4s50_1` |
| WL final | `8.70 mm` |
| Mean Syn Cell Area | `6.23 µm²` |
| Post-DP HPWL | `6.67 mm` |
| Pin count of the biggest net entering global routing | `42` |
| Worst Path Max Fanout | `19` |
| First-pass GRT wire length | `15.4 mm` |
| Sequential share of power | `0` |
| Critical Path AT | `8.52 ns` |
| Max_cap viols | `0` |
| Vias/cell | `6.25` |
| Post-route DRC | `0` |
| Internal Power | `0.150 mW` |
| Critical path type | `primary input to output port` |
-- area by class of cell --
cell class / instances / area share
well taps: 96 / 0.0366
repair buffers: 39 / 0.106
inverters: 12 / 0.0137
multi-input cells: 427 / 0.844
-- cells in the final DEF (no fill, tap or decap), drive strengths merged, types with 4 or more instances in the layout --
cell,instances
a211o,6
a211oi,13
a21boi,4
a21oi,32
a311oi,4
a31oi,8
and3,6
buf,17
clkdlybuf4s50,22
inv,12
maj3,5
mux2,5
mux2i,8
nand2,49
nand2b,6
nand3,16
nand3b,4
nand4,6
nor2,48
nor2b,8
nor3,17
nor4,5
o211ai,7
o21a,11
o21ai,44
o22ai,4
o31ai,6
o41ai,5
or2,4
or3,8
xnor2,17
-- power by group through the flow --
stage | sequential [mW] | combinational [mW] | clock [mW]
finish | 0 | 0.332 | 0
CTS | 0 | 0.330 | 0
global route | 0 | 0.372 | 0
-- per-stage QoR --
| step | area [µm²] | util |
|---|---|---|
| after global placement | 3270 | 0.474 |
| after CTS | 3270 | 0.474 |
| final | 3280 | 0.475 |
| after detailed placement | 3270 | 0.474 |
| after global routing | 3280 | 0.475 |
| after floorplan | 2970 | - |
-- path summary, 6_finish.rpt --
path   start    to  slack [ns]  cells past startpoint
min   bin[0]  u[0]        5.36                      2
max   bin[7]  u[3]        0.52                     22
-- logic make-up (layout without fill, tap and decap cells) --
| group | after synthesis | after routing | share of synthesized area |
|---|---|---|---|
| AOI/OAI and AO/OA | 195 | 195 | 0.472 |
| xor gates and xnor gates | 20 | 20 | 0.0590 |
| adders and majority gates | 8 | 8 | 0.0303 |
| buffers and inverters | 50 | 51 | 0.0716 |
| muxes | 13 | 13 | 0.0459 |
| and+or+nand+nor | 191 | 191 | 0.321 |
-- metal layers --
metal	GRT usage	vias up	routed length (µm)
li1	-	1856	-
met1	0.229	1638	4310
met2	0.254	96	3980
met3	0.00248	0	404
met4	0.000980	0	0
met5	0	-	0
-- timing repair --
item / CTS / global route
hold buffers: 0 / 0
setup endpoints to repair: 0 / 2
gates resized: 0 / 2
No activity file was given, so power comes from the tool's default toggle rates.
