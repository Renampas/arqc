**./design.v**
```verilog
module divisor_1hz (
    input clk,       
    input rst_n,     
    output reg tick  
);
    parameter FREQ_CLK = 5; 
    reg [25:0] contagem;
    always @(posedge clk, negedge rst_n) begin
        if (rst_n == 1'b0) begin
            contagem <= 0;
            tick <= 0;
        end 
        else begin
            if (contagem == FREQ_CLK - 1) begin
                contagem <= 0;
                tick <= 1'b1;  
            end 
            else begin
                contagem <= contagem + 1;
                tick <= 1'b0;  
            end
        end
    end
endmodule
module cron (
    input clk,             
    input rst_n,           
    input play_pause,      
    output reg [9:0] q,     
    output wire tick_1s    
);
    divisor_1hz div_inst (
        .clk(clk),
        .rst_n(rst_n),
        .tick(tick_1s)  
    );
    always @(posedge clk, negedge rst_n) begin
        if (rst_n == 1'b0) begin
            q <= 10'd0;
        end 
        else begin 
            if (play_pause == 1'b1 && tick_1s == 1'b1) begin
                if (q >= 10'd999) begin
                    q <= 10'd0; 
                end 
                else begin
                    q <= q + 1;
                end
            end
        end
    end
endmodule
```
**./run.sh**
```bash
#!/bin/bash
# OpenROAD 26Q1-2900-gdf79404cd8, Yosys 0.63+post, stock flow scripts
make -C /OpenROAD-flow-scripts/flow DESIGN_CONFIG=/design/flow/config.mk WORK_HOME=/design/flow/orfs finish
```
**./config.mk**
```make
export PLATFORM = sky130hd
export DESIGN_NAME = cron
export DESIGN_NICKNAME = cron
export VERILOG_FILES = /design/flow/design.v
export SDC_FILE = /design/flow/constraint.sdc
export NUM_CORES = 4
export LEC_CHECK = 1
export CORE_UTILIZATION = 30
```
**./constraint.sdc**
```tcl
current_design cron

set clk_period 6.3
set clk_io_pct 0.2

create_clock -name clk0 -period $clk_period [get_ports {clk}]

set non_clock_inputs [all_inputs -no_clocks]
set_input_delay [expr $clk_period * $clk_io_pct] -clock clk0 $non_clock_inputs
set_output_delay [expr $clk_period * $clk_io_pct] -clock clk0 [all_outputs]
```
==> flow_metrics.env <==
# source this file to load flow results
export IMPL_outcome="finished clean"
export IMPL_synth_cells_yosys=172
export IMPL_grt_pass1_wl_mm=5.59
export IMPL_fmax_mhz=401
export IMPL_ys_flops=37
export IMPL_fin_area_um2=2070
export IMPL_critPathArrivalTime_ns=1.24
export IMPL_drive_gt1_share_pct=6.28
export IMPL_area_growth_pct=16.3
export IMPL_cts_hold_buffers=0
export IMPL_diodes=0
export IMPL_reg2reg_setup_slack_ns=4.29
export IMPL_dieArea_um2=6260
export IMPL_firstDrtPassIters=4
export IMPL_antenna_found_initial=0
export IMPL_cts_htree_levels=2
export IMPL_vias=1260
export IMPL_irDropWorstVdd_uv=144
export IMPL_required_ns=5.04
export IMPL_grt_max_degree=38
export IMPL_skew_ns=0.00553
export IMPL_clk_latency_ns=0.28
export IMPL_drv_cap=0
export IMPL_worstSetupPathType="reg2out"
export IMPL_place_gp_congestion=0.762
export IMPL_ios=14
export IMPL_cts_reportedPaths_clkPinSlew_ns=0.07
export IMPL_cp_endpoint="q[3]"
export IMPL_slew_headroom_pct=62.4
export IMPL_rsz0062_at_grt="no"
export IMPL_grt_usage_pct=11.7
export IMPL_cp_end_kind="primary output"
export IMPL_hold_class="reg2reg"
export IMPL_cp_depth=1
export IMPL_slowest_stage="clkdlybuf4s50_1"
export IMPL_yosys_warnings=2
export IMPL_core_area_um2=5610
export IMPL_setup_viol=0
export IMPL_numCtsBuffers=5
export IMPL_warnings=27
export IMPL_slowest_delay_ns=0.50
export IMPL_startpoint_type="flop"
export IMPL_clock_path_buffers=2
export IMPL_drv_slew=0
export IMPL_critPathTopFamily="buffers and inverters"
export IMPL_fin_tns_setup_ns=0
export IMPL_cts_setup_buffers=0
export IMPL_vias_per_cell=4.79
export IMPL_ys_chip_area_um2=1780
export IMPL_dpl_hpwl_mm=2.21
export IMPL_wl_per_cell_um=11.9
export IMPL_rows=27
export IMPL_powerDensity_nw_per_um2=211
export IMPL_gr_total_overflow=0
export IMPL_clock_root_buffer="clkbuf_8"
export IMPL_drc_errors=0
export IMPL_cp_num_buf_inv=1
export IMPL_layout_top_cells="dfrtp_1 (37), nor2_1 (20), xnor2_1 (18)"
export IMPL_lay_top_count="dfrtp_1"
export IMPL_cp_startpoint="q[3]$_DFFE_PN0P_"
export IMPL_worstPathMaxFanout=7
export IMPL_cts_resized=0
export IMPL_ant_nets=0
export IMPL_drtIter0Drc=126
export IMPL_period_needed_ns=2.50
export IMPL_timing_rr_start="div_inst.contagem[4]$_DFF_PN0_"
export IMPL_fin_crit_sh_pct=39.6
export IMPL_path_cells="clkdlybuf4s50_1"
export IMPL_ys_types=29
export IMPL_cts_tree="built"
export IMPL_rr_endpoint="div_inst.contagem[23]$_DFF_PN0_"
export IMPL_yosys_stat_seqShare_pct=51.9
export IMPL_dieHeight_um=79.1
export IMPL_syn_avg_cell_area_um2=10.4
export IMPL_numClockSinks=37
export IMPL_hold_start="div_inst.contagem[25]$_DFF_PN0_"
export IMPL_hold_viol_final=0
export IMPL_synth_area_um2=1780
export IMPL_postPlaceCellArea_um2=1990
export IMPL_first_global_vias=1144
export IMPL_p_leak_nw=0.924
export IMPL_die_width_um=79.1
export IMPL_r2r_cells=4
export IMPL_fp_util_pct=31.8
export IMPL_syn_inst=172
export IMPL_io_buffer_count=13
export IMPL_wirelength_mm=3.13
export IMPL_worstMarginPinSlew_ns=0.559
==> layer usage <==
| metal | wire [um] | vias up | GRT usage [%] |
|---|---|---|---|
| met5 | 0 | - | 0 |
| met4 | 34 | 0 | 1.45 |
| met3 | 103 | 2 | 3.38 |
| met1 | 1640 | 604 | 19.8 |
| li1 | - | 636 | - |
| met2 | 1350 | 18 | 15.5 |
==> cell usage after synthesis, drive strengths merged <==
master	count	share of area (%)
dfrtp	37	52
nor2	20	4.2
xnor2	18	8.8
nand2	16	3.4
nand3	13	3.6
nand4	12	4.6
xor2	11	5.4
nor3	10	2.8
nor4	8	4.5
ha	4	2.8
o21ai	3	0.84
and2	2	0.70
clkbuf	2	0.42
inv	2	0.42
nand2b	2	0.70
or3	2	0.70
a211oi	1	0.42
a21o	1	0.42
a21oi	1	0.28
and3	1	0.35
buf	1	0.42
nor2b	1	0.35
nor3b	1	0.42
nor4bb	1	0.56
o2bb2ai	1	0.49
or4	1	0.42
==> cell families after synthesis <==
family          after synthesis  synth area share, %
simple gates                 90                 27.3
flops                        37                 51.9
xor+xnor                     29                 14.2
compound gates                7                 2.46
buf+inv                       5                 1.26
fa+ha+maj                     4                 2.81
==> through the flow <==
stage / setup WS (ns) / power (mW) / cells / utilization [%] / hold slack [ns]
finish: 3.80 / 0.437 / 263 / 37.0 / 0.488
global route: 3.74 / 0.460 / 263 / 37.0 / 0.503
floorplan: 4.33 / 0.265 / 172 / - / 0.446
CTS: 3.78 / 0.444 / 263 / 37.0 / 0.492
global placement: 3.74 / 0.288 / 255 / 35.5 / 0.473
detailed placement: 3.75 / 0.287 / 255 / 35.5 / 0.477
==> power by group <==
part           switching [mW]  total, mW  internal (mW)
Sequential            0.00894      0.253          0.244
Clock                  0.0784      0.155         0.0765
Combinational          0.0113     0.0291         0.0178
Total                  0.0987      0.437          0.338
==> cell type report <==
type / instances / area, um^2
Fill cell: 584 / 3530
Sequential cell: 37 / 926
Multi-Input combinational cell: 130 / 835
Timing Repair Buffer: 14 / 133
Tap cell: 72 / 90.1
Clock buffer: 6 / 72.6
Clock inverter: 2 / 10.0
Inverter: 2 / 7.51
==> sequential cells by signal, summed over array words and instances, names as in the netlist <==
register,cells
div_inst.contagem,26
div_inst.tick,1
q,10
==> worst min-delay path by stage <==
| stage | to | depth (start not counted) |
|---|---|---|
| global route | div_inst.contagem[25]$_DFF_PN0_ | 1 |
| CTS | div_inst.contagem[25]$_DFF_PN0_ | 1 |
| finish | div_inst.contagem[25]$_DFF_PN0_ | 1 |
Power is estimated from default activity; no workload was simulated.
